==> ./design.v <==
`timescale 1ns / 1ps
module SevenSegment(clk, rst ,value, SEG);
      input clk, rst;
      input [7:0] value;
      output[27:0] SEG;
      reg[27:0] SEG;      
      reg [3:0] value_h, value_t;        
      always @(posedge clk) begin
           if(rst==1) begin
                value_h <= value%10;
                value_t <= value/10; 
           end
           SEG[6:0] <= 7'b0000001;
           SEG[13:7] <= 7'b0000001; 
      case(value_h)
           0: SEG[20:14] <= 7'b0000001;
           1: SEG[20:14] <= 7'b1001111;
           2: SEG[20:14] <= 7'b0010010;
           3: SEG[20:14] <= 7'b0000110;
           4: SEG[20:14] <= 7'b1001100;
           5: SEG[20:14] <= 7'b0100100;
           6: SEG[20:14] <= 7'b0100000;
           7: SEG[20:14] <= 7'b0001111;
           8: SEG[20:14] <= 7'b0000000;
           9: SEG[20:14] <= 7'b0000100;
           default: SEG[20:14] <= 7'b0;
      endcase
      case(value_t)
           0: SEG[27:21] <= 7'b0000001;
           1: SEG[27:21] <= 7'b1001111;
           2: SEG[27:21] <= 7'b0010010;
           3: SEG[27:21] <= 7'b0000110;
           4: SEG[27:21] <= 7'b1001100;
           5: SEG[27:21] <= 7'b0100100;
           6: SEG[27:21] <= 7'b0100000;
           7: SEG[27:21] <= 7'b0001111;
           8: SEG[27:21] <= 7'b0000000;
           9: SEG[27:21] <= 7'b0000100;
           default: SEG[27:21] <= 7'b0;
      endcase
      end
endmodule
==> ./run.sh <==
#!/bin/bash
# OpenROAD 26Q1-2900-gdf79404cd8, Yosys 0.63+post, stock flow scripts
make -C /OpenROAD-flow-scripts/flow DESIGN_CONFIG=/design/flow/config.mk WORK_HOME=/design/flow/orfs finish
==> ./config.mk <==
export PLATFORM = sky130hd
export DESIGN_NAME = SevenSegment
export DESIGN_NICKNAME = SevenSegment
export VERILOG_FILES = /design/flow/design.v
export SDC_FILE = /design/flow/constraint.sdc
export NUM_CORES = 4
export LEC_CHECK = 1
export CORE_AREA = 10 10 85 85
export DIE_AREA = 0 0 95 95
==> ./constraint.sdc <==
current_design SevenSegment

set clk_period 6.2
set clk_io_pct 0.2

create_clock -name clk0 -period $clk_period [get_ports {clk}]

set non_clock_inputs [all_inputs -no_clocks]
set_input_delay [expr $clk_period * $clk_io_pct] -clock clk0 $non_clock_inputs
set_output_delay [expr $clk_period * $clk_io_pct] -clock clk0 [all_outputs]
==> metrics.yaml <==
worst_setup_path:
  cp-end-kind: "flip-flop"
  cp_num_buf_inv: 3
  cp_top_family: "simple AND/OR/NAND/NOR gates"
  cp_common_cell: "nor3_2"
  path_class: "in -> reg"
  crit_slowest_cell: "clkdlybuf4s50_1"
  arrival_ns: 5.00
  crit_path_start_kind: "primary input"
  path_max_fanout: 18
  worstPathCellList: "clkdlybuf4s50_1 > nor2_2 > inv_1 > ha_1 > nand2b_2 > o21a_1 > o21ai_0 > nand2_1 > a2111oi_2 > and3_4 > inv_2 > nor3_2 > nor3_2 > o32ai_1"
  critPathMaxStageDelay_ns: 0.68
  cp.required_ns: 6.27
power_and_ir_drop:
  total_power_mw: 0.445
  leakagePower_nw: 0.804
  p_int_mw: 0.306
  switching_share_pct: 31.1
  power.switching_mw: 0.138
  ir_worst_vdd_mv: 0.0792
  power_frac_comb_pct: 38.3
  pwr-share-seq_pct: 43.5
  power.density_nw_per_um2: 208
  clkPwrFrac_pct: 18.3
global_route:
  antenna_found_initial: 0
  track_usage_pct: 7.67
  grt_max_degree: 27
  grt_pass1_wl_mm: 5.89
  grt_pass1_vias: 1331
  gr-total-overflow: 0
floorplan:
  chipHeight_um: 95
  die_x_um: 95
  die-area_sq_um: 9030
  rows: 27
  core_sq_um: 5470
  floorplan.core_util_pct: 34.8
  boundaryPins: 38
synthesis:
  synth-edff-count: 8
  yosysSeqAreaShare_pct: 27.3
  ys_area_sq_um: 1910
  synth_flops: 22
  yosysUniqueCellTypes: 62
  avgSynthCellArea_sq_um: 8.44
  ys.warnings.count: 1
  ff_type: "dfxtp_1"
  syn_area_sq_um: 1910
  ys_async_sr_fraction_pct: 0
  synthCells: 226
  ys_cells: 226
routing:
  route.detailed.drc: 0
  route.antenna.remaining_nets: 0
  vias: 1583
  wl_per_cell_um: 11.8
  viasPerCell: 5.16
  wl_mm: 3.62
  diodes: 0
  drtPass1Iterations: 6
  drt_iter0_drc: 75
placement:
  hpwl_mm: 2.84
  numPlacedInstances: 304
  place_congestion: 0.901
  port_buffers: 23
clocking:
  ctsLongestPathBuffers: 2
  cts_inserted_buffers: 3
  clock_sinks: 22
  cts_root_buffer: "clkbuf_8"
  h-tree-depth: 1
  clk_latency_ns: 0.25
  cts_setup_buffers: 0
  path_clk_slew_ns: 0.07
  cts_tree: "yes"
  cts_resized: 0
  ctsHoldBuffers: 0
job:
  openroad.warnings: 33
  drv_cap: 0
final_timing:
  setup_tns_ns: 0
  hold_viol_final: 0
  slew_violations: 0
  period_used_pct: 79.5
  timing.hold.ws_ns: 0.547
  finalSetupViolCount: 0
  fmax_ghz: 0.203
  layout_min_cycle_time_ns: 4.93
  clock_skew_ns: 0.000880
  worst_pin_slew_ns: 0.805
  max_slew_margin_pct: 46.2
  rsz0062_at_grt: "false"
hold_path:
  worstHoldPathType: "reg -> reg"
cells_and_area:
  drive_gt1_share_pct: 8.09
  fin_cells: 307
  area_growth_pct: 12.0
  nFillCells: 568
outcome:
  status: "finished clean"
## layout make-up
| type | instances | area (sq um) | area share (%) |
|---|---|---|---|
| flip-flops and latches | 22 | 520 | 24.4 |
| repair buffers | 23 | 230 | 10.8 |
| clock buffers | 3 | 41.3 | 1.93 |
| multi-input cells | 176 | 1210 | 56.8 |
| well taps | 72 | 90.1 | 4.22 |
| inverters | 11 | 41.3 | 1.93 |
## path summary, 6_finish.rpt
check                                start          to  slack (ns)  cells after the start
worst max register to register  value_t[0]     SEG[24]        5.05                      3
worst min register to register  value_h[0]     SEG[18]        0.55                      1
worst min-delay path            value_h[0]     SEG[18]        0.55                      1
worst max-delay path              value[6]  value_h[3]        1.27                     14
## Yosys cell counts, types with 3 or more instances
master | instances | area [sq um]
o211ai_1 | 5 | 37.5
nor2_1 | 21 | 78.8
mux2i_1 | 7 | 70.1
buf_4 | 15 | 113
nand2_1 | 10 | 37.5
o21a_1 | 3 | 22.5
edfxtp_1 | 8 | 240
clkbuf_1 | 9 | 33.8
o22ai_1 | 4 | 25.0
and2_1 | 3 | 18.8
buf_2 | 4 | 20.0
a32oi_1 | 3 | 26.3
a211oi_1 | 7 | 52.6
maj3_1 | 3 | 30.0
nand2b_1 | 6 | 37.5
ha_1 | 11 | 138
nand3b_1 | 3 | 22.5
nand3_1 | 7 | 35.0
a31oi_1 | 4 | 25.0
dfxtp_1 | 14 | 280
a21oi_1 | 9 | 45.0
inv_1 | 9 | 33.8
o21ai_0 | 13 | 65.1
a211o_1 | 3 | 26.3
## layout by cell type (no fill, tap or decap), types with 2 or more instances in the layout
cell type	n
nor4_1	2
a211oi_1	7
nor3_1	2
a21oi_1	9
nor3_2	2
nand2b_1	6
o22ai_1	4
a211o_1	3
edfxtp_1	8
o211ai_1	5
a31oi_1	4
nor2b_1	2
ha_1	11
maj3_1	3
nand3b_1	3
a32oi_1	3
clkbuf_8	3
clkdlybuf4s50_1	23
o21a_1	3
o21ai_0	13
nand3_1	7
nand2_1	10
nor2_1	21
mux2i_1	7
and2_1	3
or2_2	2
dfxtp_1	14
inv_1	9
or3_1	2
conb_1	14
## registers in the layout, indices dropped and copies added, names as in the netlist
name / cells
value_h: 4
SEG: 14
value_t: 4
## metal layers
metal  global-route usage (%)  part of all wire, %  routed length [um]
met1                     10.8                   47                1700
met2                     12.6                   46                1650
met3                    0.881                  6.5                 236
met4                     1.37                 0.77                  28
met5                        0                    0                   0
## power groups by stage
| stage | registers (mW) | logic [mW] | clock network [mW] |
|---|---|---|---|
| 4_1_cts | 0.193 | 0.173 | 0.0869 |
| 6_report | 0.193 | 0.170 | 0.0813 |
| 5_1_grt | 0.196 | 0.192 | 0.0899 |
## logic make-up after synthesis
logic type	synth area share (%)
XOR/XNOR	0.459
AND/OR/NAND/NOR	20.4
buffers and inverters	11.5
AND-OR/OR-AND	27.5
flip-flops	27.3
adder cells (fa/ha/maj)	8.79
other	0.394
multiplexers	3.67
## stage by stage
stage / area (sq um) / setup WS (ns) / utilization, %
finish: 2140 / 1.27 / 39.0
CTS: 2140 / 1.30 / 39.0
floorplan: 1950 / 2.01 / -
global placement: 2090 / 1.19 / 38.3
global route: 2140 / 0.955 / 39.0
detailed placement: 2090 / 1.04 / 38.3
Power and IR drop assume default switching activity.
